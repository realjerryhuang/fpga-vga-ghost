==> flow/design.v <==
module vga(
	input vgaclk,
	input rst,
	input [2:0] input_red,
	input [2:0] input_green,
	input [1:0] input_blue,
	output logic [9:0] hc_out,
	output logic [9:0] vc_out,
	output logic hsync,
	output logic vsync,
	output logic [3:0] red,
	output logic [3:0] green,
	output logic [3:0] blue
    );
	localparam HPIXELS	= 640;	 
	localparam HFP		= 16;	 
	localparam HSPULSE	= 96;	 
	localparam HBP		= 48;	 
	localparam VPIXELS	= 480;	 
	localparam VFP		= 10;	 
	localparam VSPULSE	= 2; 	 
	localparam VBP		= 33; 	 
	initial begin
		if (HPIXELS + HFP + HSPULSE + HBP != 800 ||
			VPIXELS + VFP + VSPULSE + VBP != 525)
			begin
				$error("Expected horizontal pixels to add up to 800 ",
						"and vertical pixels to add up to 525");
			end
	end
	logic [9:0] hc;
	logic [9:0] vc;
	initial
	begin
		hc = 1'd0;
		vc = 1'd0;
	end
	assign hc_out = hc;
	assign vc_out = vc;
	always_ff @(posedge vgaclk)
	begin
		if (rst) begin
			hc <= 0;
			vc <= 0;
		end
		else if (hc == HPIXELS + HFP + HSPULSE + HBP - 1) begin
			hc <= 0;
			if (vc == VPIXELS + VFP + VSPULSE + VBP - 1)
				vc <= 0;
			else
				vc++;
		end
		else
			hc++;
	end
	assign hsync = ~(hc >= (HPIXELS + HFP) && hc < (HPIXELS + HFP + HSPULSE));
	assign vsync = ~(vc >= (VPIXELS + VFP - 1) && vc < (VPIXELS + VFP + VSPULSE));
	always_comb
	begin
		if (hc < HPIXELS && vc < VPIXELS) begin
			red = {input_red, 1'b0};		 
			green = {input_green, 1'b0};
			blue = {input_blue, 2'b0};
		end
		else begin
			red = 0;
			green = 0;
			blue = 0;
		end
	end
endmodule
==> flow/run.sh <==
#!/bin/bash
# OpenROAD 26Q1-2900-gdf79404cd8, Yosys 0.63+post, stock flow scripts
make -C /OpenROAD-flow-scripts/flow DESIGN_CONFIG=/design/flow/config.mk WORK_HOME=/design/flow/orfs finish
==> flow/config.mk <==
export PLATFORM = sky130hd
export DESIGN_NAME = vga
export DESIGN_NICKNAME = vga
export VERILOG_FILES = /design/flow/design.v
export SDC_FILE = /design/flow/constraint.sdc
export NUM_CORES = 4
export LEC_CHECK = 1
export CORE_AREA = 10 10 83 83
export DIE_AREA = 0 0 93 93
==> flow/constraint.sdc <==
current_design vga

set clk_period 4.2
set clk_io_pct 0.2

create_clock -name clk0 -period $clk_period [get_ports {vgaclk}]

set non_clock_inputs [all_inputs -no_clocks]
set_input_delay [expr $clk_period * $clk_io_pct] -clock clk0 $non_clock_inputs
set_output_delay [expr $clk_period * $clk_io_pct] -clock clk0 [all_outputs]
==> run summary <==
Notes on the physical design

The slack of the worst reg-to-reg path is slightly above 2 ns. Net switching is 19.6% of the power. The CTS tree is yes. Counting along the longest clock path gives a buffer depth of 2. The report lists the power per cell area as 227 nW/um^2.

The class of the most critical setup path is register to output port. The area of the synthesized netlist per yosys stat is ~1100 um^2. For this design, Yosys synthesis ends with a cell count of 131. The number of antenna diodes in the final layout is 0. In this run the number of H-tree levels came out at 1. The number of buffers inserted by port buffering is 39. After layout, the setup clock skew is reported as 0.00217 ns. The highest clock frequency the design can meet is between 300 and 400 MHz. The flow ran to the end, and the final reports show no timing, DRC or antenna violations. In this run the worst setup path terminates at red[3]. The number of top-level pins is roughly 44. The clock latency on the worst-skew pair is 0.25 ns. The number of cells on the worst reg-to-reg path is 5. The static leakage is about 0.55 nW. Buffers inserted to repair hold after CTS numbered 0. The slew of the pin with the lowest slew margin is 0.659 ns. The remaining global-route overflow is 0.

The master cell of the clock root buffer is sky130_fd_sc_hd__clkbuf_8. The number of max-slew violations in the final report is 0. The final timing report derives a shortest allowable period of 2.95 ns. Checking max transition, the worst relative margin is approximately 56%.

The die extent in x is roughly 93 um. Before placement the cells fill 21.7% of the core. The count of fill cells added during filler insertion is 570. The number of max-cap violations is 0. The cell with the largest stage delay on the worst path is sky130_fd_sc_hd__nor3_1. The number of global-route vias before repair is 983.

On the critical path the data arrives at 2.11 ns. The iteration count recorded for the first detailed-route pass is 4. The count of final hold-check violations is 0. Per the detail_route report, routed wire per instance is 11.7 um.

Cells with a size suffix above 1 make up around 5.2% of the layout. The most used flip-flop cell after synthesis is sky130_fd_sc_hd__dfxtp_1. The number of clock buffers added by TritonCTS is 3.

Counting flops with a built-in enable in the synthesized netlist gives 0. The largest fanout of any net on the critical path is 8. Per the finish-stage timing summary, setup violations number 0.

The most used logic cell in the final layout is sky130_fd_sc_hd__clkdlybuf4s50_1. The setup total negative slack is 0 ns. The height of the die is 93 um.

For reference, the placement row count at floorplan is 26. The synthesis report gives the async set-or-reset register share as 0%. In the synthesized netlist, the number of instances is 131. The kind of path behind the tightest hold check is register to register.

The largest stage delay on the critical path is 0.55 ns. The sequential power share is 52.8%. The maximum resistive drop on vdd is 0.0000880 V. The clock net in this run drives a total of 20 sinks. Post-CTS timing repair inserted 0 buffers for setup. In this run the critical path is formed by nand3_1 -> nor2_1 -> nor3_1 -> and2_1 -> clkdlybuf4s50_1. The fraction of power consumed by combinational cells is 8.2%.

The aggregate global-route resource usage is between 6 and 7%. The wire-length estimate of the detail-placed layout is approximately 2300 um. After the first detailed-routing iteration, the DRC count stood at 73.

The internal power is 297 uW. The overall routed net length is around 2800 um. The required time of the worst setup path is around 3.4 ns. Excluding fillers, the count of instances in the completed layout stands at 242. The area growth from synthesis to layout is 45.6%. The total via count after detailed routing is 1,014. The first global-routing pass estimated 4660 um of wire. Per report_power, the clock group accounts for approximately 39% of the total. The via density per instance is roughly 4.2. In the layout the commonest cells are 39 x sky130_fd_sc_hd__clkdlybuf4s50_1, 20 x sky130_fd_sc_hd__dfxtp_1, 15 x sky130_fd_sc_hd__nor2_1, 8 x sky130_fd_sc_hd__and2_1. Warnings raised by the tools during the run amount to 30. The register share after synthesis is 35.9%. The die footprint is 8650 um^2. The cell area that synthesis handed to floorplanning was around 1100 um^2. The number of antenna violations at the first check in global routing is 0. STA lists the endpoint of the worst register-to-register path as vc[5]. The remaining design rule violation count is 0. The report lists the number of cells resized after CTS as 0. A synthesized cell averages between 8 and 9 um^2. The startpoint of the worst register-to-register path is hc[0].

The detail route stage leaves a number of antenna-violating nets equal to 0. The worst setup path startpoint is vc[5]. STA classifies the critical path startpoint as a register. The cell taking the most area after synthesis is sky130_fd_sc_hd__dfxtp_1. The switching component of the power is 72.4 uW. Yosys attributes the largest share of cell area to sky130_fd_sc_hd__dfxtp_1 36%, sky130_fd_sc_hd__ha_1 6.7%, sky130_fd_sc_hd__xor2_1 5.5%. Counting tap cells, the placed design contains a total of 238 instances. The registers of the reported paths see a clock transition of ~0.07 ns. Entering global routing, the biggest net connects 13 pins. Setup repair after global routing left no endpoint under its margin. The top cell type's share of synthesized area is 35.9%. The final weighted congestion in routability-driven placement is 0.812. The worst setup path is captured at an output port. The floorplan step defined a core boundary enclosing just over 5000 um^2.

The number of warnings reported in the yosys synthesis log is 1. The tally of unique sky130hd cells used after synthesis is 36. The number of synthesized register bits is 20. The part of the cycle the worst path needs is 70.2%.
## logic make-up after synthesis
group                    after synthesis  synth area share (%)
AND/OR/NAND/NOR                       64                  32.9
flip-flops                            20                  35.9
other                                  1                 0.336
XOR/XNOR                              10                  7.85
buffers and inverters                 13                  5.83
AND-OR/OR-AND                         16                  9.64
adder cells (fa/ha/maj)                6                  6.73
multiplexers                           1                 0.897
## how the worst min path moves through the flow
stage,start,to,slack (ns),cells past startpoint
4_1_cts,hc[0],hc[0],0.50,1
5_1_grt,hc[0],hc[0],0.57,1
6_report,hc[0],hc[0],0.50,1
## worst max-delay path: cells and delay by family, from the launching register on
family,cells,cell delay (ns)
simple gates,4,1.01
buf+inv,1,0.47
flops,1,0.38
## per-stage QoR
| stage | instance area [um^2] | hold WS (ns) | worst slack [ns] | util, % | total power [mW] |
|---|---|---|---|---|---|
| floorplan | 1130 | 0.438 | 2.35 | - | 0.210 |
| global placement | 1570 | 0.475 | 1.48 | 30.6 | 0.230 |
| detailed placement | 1570 | 0.486 | 1.48 | 30.6 | 0.231 |
| CTS | 1630 | 0.504 | 1.21 | 31.6 | 0.378 |
| global route | 1630 | 0.568 | 1.00 | 31.6 | 0.390 |
| finish | 1630 | 0.498 | 1.25 | 31.6 | 0.370 |
## synthesized netlist by cell type (2+ instances only)
cell / number
sky130_fd_sc_hd__dfxtp_1: 20
sky130_fd_sc_hd__nor2_1: 15
sky130_fd_sc_hd__and2_1: 8
sky130_fd_sc_hd__inv_1: 7
sky130_fd_sc_hd__nand2_1: 7
sky130_fd_sc_hd__xor2_1: 7
sky130_fd_sc_hd__a21oi_1: 6
sky130_fd_sc_hd__ha_1: 6
sky130_fd_sc_hd__nand3_1: 6
sky130_fd_sc_hd__nand4_1: 5
sky130_fd_sc_hd__buf_4: 4
sky130_fd_sc_hd__o31ai_1: 3
sky130_fd_sc_hd__or3_1: 3
sky130_fd_sc_hd__or4_1: 3
sky130_fd_sc_hd__xnor2_1: 3
sky130_fd_sc_hd__nand2b_1: 2
sky130_fd_sc_hd__nor3_1: 2
sky130_fd_sc_hd__nor4b_1: 2
sky130_fd_sc_hd__o21ai_0: 2
sky130_fd_sc_hd__o41ai_1: 2
sky130_fd_sc_hd__or4_4: 2
sky130_fd_sc_hd__or4b_1: 2
## layout make-up
type                       count  area [um^2]  share of cell area (%)
clock buffer                   4         55.1                    3.39
inverter                       8         30.0                    1.85
multi-input combinational    101          662                    40.7
sequential                    20          400                    24.6
tap                           70         87.6                    5.39
timing repair buffer          39          390                    24.0
## state kept, by name, indices dropped and copies added, names as in the netlist
signal  flops
hc         10
vc         10
## power by group through the flow
stage / registers, mW / logic (mW) / clock network, mW
CTS: 0.195 / 0.0314 / 0.152
global route: 0.196 / 0.0338 / 0.160
finish: 0.195 / 0.0302 / 0.144
## routing by layer
layer | global-route usage (%) | vias up | wire length, um
li1 | - | 533 | -
met4 | 1.41 | 0 | 47
met3 | 1.70 | 2 | 170
met1 | 7.62 | 454 | 1290
met2 | 10.8 | 25 | 1340
met5 | 0 | - | 0
Power and IR drop assume default switching activity.
